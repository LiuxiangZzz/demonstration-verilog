File: design/flow/run.sh
#!/bin/bash
# OpenROAD 26Q1-2900-gdf79404cd8, Yosys 0.63+post, stock flow scripts
make -C /OpenROAD-flow-scripts/flow DESIGN_CONFIG=/design/flow/config.mk WORK_HOME=/design/flow/orfs finish
File: design/flow/config.mk
export PLATFORM = sky130hd
export DESIGN_NAME = ex_stage
export DESIGN_NICKNAME = ex_stage
export VERILOG_FILES = /design/flow/design.v
export SDC_FILE = /design/flow/constraint.sdc
export NUM_CORES = 4
export LEC_CHECK = 1
export CORE_AREA = 10 10 293 293
export DIE_AREA = 0 0 303 303
File: design/flow/constraint.sdc
current_design ex_stage

set clk_period 1.5
set clk_io_pct 0.2

create_clock -name clk0 -period $clk_period [get_ports {clk}]

set non_clock_inputs [all_inputs -no_clocks]
set_input_delay [expr $clk_period * $clk_io_pct] -clock clk0 $non_clock_inputs
set_output_delay [expr $clk_period * $clk_io_pct] -clock clk0 [all_outputs]
File: design/flow/design.v
module alu(
    input [31:0] a,
    input [31:0] b,
    input [3:0] alu_control,
    output reg [31:0] result,
    output zero
);
    localparam ALU_ADD  = 4'b0000;
    localparam ALU_SUB  = 4'b0001;
    localparam ALU_AND  = 4'b0010;
    localparam ALU_OR   = 4'b0011;
    localparam ALU_XOR  = 4'b0100;
    localparam ALU_SLT  = 4'b0101;
    localparam ALU_SLTU = 4'b0110;
    localparam ALU_SLL  = 4'b0111;
    localparam ALU_SRL  = 4'b1000;
    localparam ALU_SRA  = 4'b1001;
    always @(*) begin
        case (alu_control)
            ALU_ADD:  result = a + b;
            ALU_SUB:  result = a - b;
            ALU_AND:  result = a & b;
            ALU_OR:   result = a | b;
            ALU_XOR:  result = a ^ b;
            ALU_SLT:  result = ($signed(a) < $signed(b)) ? 32'b1 : 32'b0;
            ALU_SLTU: result = (a < b) ? 32'b1 : 32'b0;
            ALU_SLL:  result = a << b[4:0];
            ALU_SRL:  result = a >> b[4:0];
            ALU_SRA:  result = $signed(a) >>> b[4:0];
            default:  result = 32'b0;
        endcase
    end
    assign zero = (result == 32'b0);
endmodule
module if_id_reg(
    input clk,
    input rst,
    input stall,
    input flush,
    input [31:0] pc_in,
    input [31:0] instruction_in,
    output reg [31:0] pc_out,
    output reg [31:0] instruction_out
);
    always @(posedge clk or posedge rst) begin
        if (rst || flush) begin
            pc_out <= 32'b0;
            instruction_out <= 32'h00000013;   
        end else if (!stall) begin
            pc_out <= pc_in;
            instruction_out <= instruction_in;
        end
    end
endmodule
module id_ex_reg(
    input clk,
    input rst,
    input stall,
    input flush,
    input reg_write_in,
    input mem_read_in,
    input mem_write_in,
    input [1:0] alu_src_in,
    input [1:0] mem_to_reg_in,
    input branch_in,
    input jump_in,
    input [3:0] alu_op_in,
    input [31:0] pc_in,
    input [31:0] rdata1_in,
    input [31:0] rdata2_in,
    input [31:0] imm_in,
    input [4:0] rs1_in,
    input [4:0] rs2_in,
    input [4:0] rd_in,
    input [31:0] instruction_in,
    output reg reg_write_out,
    output reg mem_read_out,
    output reg mem_write_out,
    output reg [1:0] alu_src_out,
    output reg [1:0] mem_to_reg_out,
    output reg branch_out,
    output reg jump_out,
    output reg [3:0] alu_op_out,
    output reg [31:0] pc_out,
    output reg [31:0] rdata1_out,
    output reg [31:0] rdata2_out,
    output reg [31:0] imm_out,
    output reg [4:0] rs1_out,
    output reg [4:0] rs2_out,
    output reg [4:0] rd_out,
    output reg [31:0] instruction_out
);
    always @(posedge clk or posedge rst) begin
        if (rst || flush) begin
            reg_write_out <= 1'b0;
            mem_read_out <= 1'b0;
            mem_write_out <= 1'b0;
            alu_src_out <= 2'b00;
            mem_to_reg_out <= 2'b00;
            branch_out <= 1'b0;
            jump_out <= 1'b0;
            alu_op_out <= 4'b0000;
            pc_out <= 32'b0;
            rdata1_out <= 32'b0;
            rdata2_out <= 32'b0;
            imm_out <= 32'b0;
            rs1_out <= 5'b0;
            rs2_out <= 5'b0;
            rd_out <= 5'b0;
            instruction_out <= 32'h00000013;   
        end else if (!stall) begin
            reg_write_out <= reg_write_in;
            mem_read_out <= mem_read_in;
            mem_write_out <= mem_write_in;
            alu_src_out <= alu_src_in;
            mem_to_reg_out <= mem_to_reg_in;
            branch_out <= branch_in;
            jump_out <= jump_in;
            alu_op_out <= alu_op_in;
            pc_out <= pc_in;
            rdata1_out <= rdata1_in;
            rdata2_out <= rdata2_in;
            imm_out <= imm_in;
            rs1_out <= rs1_in;
            rs2_out <= rs2_in;
            rd_out <= rd_in;
            instruction_out <= instruction_in;
        end
    end
endmodule
module ex_mem_reg(
    input clk,
    input rst,
    input stall,
    input reg_write_in,
    input mem_read_in,
    input mem_write_in,
    input [1:0] mem_to_reg_in,
    input jump_in,
    input [31:0] alu_result_in,
    input [31:0] rdata2_in,
    input [4:0] rd_in,
    input [31:0] pc_plus4_in,
    input branch_taken_in,
    input [31:0] branch_target_in,
    input [31:0] jump_target_in,
    output reg reg_write_out,
    output reg mem_read_out,
    output reg mem_write_out,
    output reg [1:0] mem_to_reg_out,
    output reg jump_out,
    output reg [31:0] alu_result_out,
    output reg [31:0] rdata2_out,
    output reg [4:0] rd_out,
    output reg [31:0] pc_plus4_out,
    output reg branch_taken_out,
    output reg [31:0] branch_target_out,
    output reg [31:0] jump_target_out
);
    always @(posedge clk or posedge rst) begin
        if (rst) begin
            reg_write_out <= 1'b0;
            mem_read_out <= 1'b0;
            mem_write_out <= 1'b0;
            mem_to_reg_out <= 2'b00;
            jump_out <= 1'b0;
            alu_result_out <= 32'b0;
            rdata2_out <= 32'b0;
            rd_out <= 5'b0;
            pc_plus4_out <= 32'b0;
            branch_taken_out <= 1'b0;
            branch_target_out <= 32'b0;
            jump_target_out <= 32'b0;
        end else if (!stall) begin
            reg_write_out <= reg_write_in;
            mem_read_out <= mem_read_in;
            mem_write_out <= mem_write_in;
            mem_to_reg_out <= mem_to_reg_in;
            jump_out <= jump_in;
            alu_result_out <= alu_result_in;
            rdata2_out <= rdata2_in;
            rd_out <= rd_in;
            pc_plus4_out <= pc_plus4_in;
            branch_taken_out <= branch_taken_in;
            branch_target_out <= branch_target_in;
            jump_target_out <= jump_target_in;
        end
    end
endmodule
module mem_wb_reg(
    input clk,
    input rst,
    input stall,
    input reg_write_in,
    input [1:0] mem_to_reg_in,
    input [31:0] alu_result_in,
    input [31:0] mem_rdata_in,
    input [31:0] pc_plus4_in,
    input [4:0] rd_in,
    output reg reg_write_out,
    output reg [1:0] mem_to_reg_out,
    output reg [31:0] alu_result_out,
    output reg [31:0] mem_rdata_out,
    output reg [31:0] pc_plus4_out,
    output reg [4:0] rd_out
);
    always @(posedge clk or posedge rst) begin
        if (rst) begin
            reg_write_out <= 1'b0;
            mem_to_reg_out <= 2'b00;
            alu_result_out <= 32'b0;
            mem_rdata_out <= 32'b0;
            pc_plus4_out <= 32'b0;
            rd_out <= 5'b0;
        end else if (!stall) begin
            reg_write_out <= reg_write_in;
            mem_to_reg_out <= mem_to_reg_in;
            alu_result_out <= alu_result_in;
            mem_rdata_out <= mem_rdata_in;
            pc_plus4_out <= pc_plus4_in;
            rd_out <= rd_in;
        end
    end
endmodule
module ex_stage(
    input clk,
    input rst,
    input id_ex_reg_write,
    input id_ex_mem_read,
    input id_ex_mem_write,
    input [1:0] id_ex_alu_src,
    input [1:0] id_ex_mem_to_reg,
    input id_ex_branch,
    input id_ex_jump,
    input [3:0] id_ex_alu_op,
    input [31:0] id_ex_pc,
    input [31:0] id_ex_rdata1,
    input [31:0] id_ex_rdata2,
    input [31:0] id_ex_imm,
    input [4:0] id_ex_rs1,
    input [4:0] id_ex_rs2,
    input [4:0] id_ex_rd,
    input [31:0] id_ex_instruction,
    input [31:0] prev_ex_mem_alu_result,
    input prev_ex_mem_reg_write,
    input [4:0] prev_ex_mem_rd,
    input [31:0] mem_wb_alu_result,
    input [31:0] mem_wb_mem_rdata,
    input [31:0] mem_wb_pc_plus4,
    input [1:0] mem_wb_mem_to_reg,
    input mem_wb_reg_write,
    input [4:0] mem_wb_rd,
    input mem_stall,
    output ex_mem_reg_write,
    output ex_mem_mem_read,
    output ex_mem_mem_write,
    output [1:0] ex_mem_mem_to_reg,
    output ex_mem_jump,
    output [31:0] ex_mem_alu_result,
    output [31:0] ex_mem_rdata2,
    output [4:0] ex_mem_rd,
    output [31:0] ex_mem_pc_plus4,
    output ex_mem_branch_taken,
    output [31:0] ex_mem_branch_target,
    output [31:0] ex_mem_jump_target
);
    wire [2:0] funct3 = id_ex_instruction[14:12];
    wire [6:0] funct7 = id_ex_instruction[31:25];
    wire [3:0] alu_control;
    assign alu_control = (id_ex_alu_op == 4'b0000) ? 4'b0000 :   
                         (id_ex_alu_op == 4'b0001) ? 
                             ((funct7 == 7'b0100000 && funct3 == 3'b000) ? 4'b0001 : 4'b0000) :   
                         4'b0000;
    wire [1:0] forward_a, forward_b;
    wire [31:0] forward_mem_wb_data;
    wire [31:0] forward_ex_mem_data;
    assign forward_a = ((id_ex_rs1 != 5'b0) && (id_ex_rs1 == prev_ex_mem_rd) && prev_ex_mem_reg_write) ? 2'b10 :
                       ((id_ex_rs1 != 5'b0) && (id_ex_rs1 == mem_wb_rd) && mem_wb_reg_write) ? 2'b01 : 2'b00;
    assign forward_b = ((id_ex_rs2 != 5'b0) && (id_ex_rs2 == prev_ex_mem_rd) && prev_ex_mem_reg_write) ? 2'b10 :
                       ((id_ex_rs2 != 5'b0) && (id_ex_rs2 == mem_wb_rd) && mem_wb_reg_write) ? 2'b01 : 2'b00;
    assign forward_mem_wb_data = (mem_wb_mem_to_reg == 2'b00) ? mem_wb_alu_result :
                                  (mem_wb_mem_to_reg == 2'b01) ? mem_wb_mem_rdata :
                                  mem_wb_pc_plus4;
    assign forward_ex_mem_data = prev_ex_mem_alu_result;
    wire [31:0] alu_a, alu_b;
    assign alu_a = (forward_a == 2'b01) ? forward_mem_wb_data :
                   (forward_a == 2'b10) ? forward_ex_mem_data :
                   id_ex_rdata1;
    assign alu_b = (id_ex_alu_src == 2'b01) ? id_ex_imm :
                   (forward_b == 2'b01) ? forward_mem_wb_data :
                   (forward_b == 2'b10) ? forward_ex_mem_data :
                   id_ex_rdata2;
    wire [31:0] alu_result;
    wire alu_zero;
    alu alu_inst(
        .a(alu_a),
        .b(alu_b),
        .alu_control(alu_control),
        .result(alu_result),
        .zero(alu_zero)
    );
    wire [31:0] final_alu_result;
    assign final_alu_result = (id_ex_alu_op == 4'b0010) ? id_ex_imm : alu_result;
    wire [31:0] branch_rs1, branch_rs2;
    assign branch_rs1 = (forward_a == 2'b01) ? forward_mem_wb_data :
                        (forward_a == 2'b10) ? forward_ex_mem_data :
                        id_ex_rdata1;
    assign branch_rs2 = (forward_b == 2'b01) ? forward_mem_wb_data :
                        (forward_b == 2'b10) ? forward_ex_mem_data :
                        id_ex_rdata2;
    wire branch_taken;
    wire [31:0] branch_target;
    assign branch_taken = id_ex_branch && (branch_rs1 == branch_rs2);
    assign branch_target = id_ex_pc + id_ex_imm;
    wire [31:0] jump_target;
    assign jump_target = (id_ex_jump && (id_ex_instruction[6:0] == 7'b1100111)) ? 
                         (branch_rs1 + id_ex_imm) :   
                         (id_ex_pc + id_ex_imm);   
    wire [31:0] ex_pc_plus4 = id_ex_pc + 4;
    wire [31:0] ex_rdata2;
    assign ex_rdata2 = (forward_b == 2'b01) ? forward_mem_wb_data :
                       (forward_b == 2'b10) ? forward_ex_mem_data :
                       id_ex_rdata2;
    ex_mem_reg ex_mem_reg_inst(
        .clk(clk),
        .rst(rst),
        .stall(mem_stall),
        .reg_write_in(id_ex_reg_write),
        .mem_read_in(id_ex_mem_read),
        .mem_write_in(id_ex_mem_write),
        .mem_to_reg_in(id_ex_mem_to_reg),
        .jump_in(id_ex_jump),
        .alu_result_in(final_alu_result),
        .rdata2_in(ex_rdata2),
        .rd_in(id_ex_rd),
        .pc_plus4_in(ex_pc_plus4),
        .branch_taken_in(branch_taken),
        .branch_target_in(branch_target),
        .jump_target_in(jump_target),
        .reg_write_out(ex_mem_reg_write),
        .mem_read_out(ex_mem_mem_read),
        .mem_write_out(ex_mem_mem_write),
        .mem_to_reg_out(ex_mem_mem_to_reg),
        .jump_out(ex_mem_jump),
        .alu_result_out(ex_mem_alu_result),
        .rdata2_out(ex_mem_rdata2),
        .rd_out(ex_mem_rd),
        .pc_plus4_out(ex_mem_pc_plus4),
        .branch_taken_out(ex_mem_branch_taken),
        .branch_target_out(ex_mem_branch_target),
        .jump_target_out(ex_mem_jump_target)
    );
endmodule
==> flow_summary_export.csv <==
group,metric,value,unit
worst_setup_path,start_kind,"input pin",
pwr,leakagePower,13.8,nW
clocking,cts_sinks,172,
worst_setup_path,path_buffers,9,
finish,comb_area,0.0141,sq mm
route,wirelength,86200,um
worst_setup_path,critPathCaptureType,"flop",
route,first_pass_iters,5,
final_timing,relSlewSlack,0.638,
global_route,grt.total_usage,0.184,
floorplan,die_h,303,um
worst_setup_path,r2r_slack,0.56,ns
hold_path,holdPathStages,2,
finish,fill_cells,7675,
hold_path,min_from,"id_ex_pc[0]",
floorplan,core_area,0.0791,sq mm
clocking,numCtsBuffers,17,
global_route,grt.overflow.total,0,
yosys,edf_count,0,
worst_setup_path,reg2reg_depth,5,
yosys,async_flop_share,1.00,
worst_setup_path,reg2reg_from,"ex_mem_reg_inst.alu_result_out[30]",
worst_setup_path,crit_path_max_incr_delay,0.59,ns
status,outcome,"finished, violations left",
yosys,synth_flops,172,
flow_run,log.warning_count,43,
global_route,grt_pass1_wl,123000,um
hold_path,hold_class,"input pin to flop",
finish,drive_above_1_share,0.449,
final_timing,setup_viol,291,
final_timing,worst_slew_pin_slew,0.538,ns
finish,postLayoutCoreUtil,0.407,
worst_setup_path,crit_path_top_delay_cell,"or4_4",
worst_setup_path,cp_top_family,"AND-OR/OR-AND gates",
final_timing,fin_crit,4.66,ns
clocking,h-tree-depth,4,
pwr,power,0.0240,W
yosys,ys_area,0.0158,sq mm
yosys,synth.distinct_cells,87,
yosys,ys_seq_share,0.273,
final_timing,layout_setup_ws,-3.16,ns
route,via_count,18800,
route,wl_per_cell,20.6,um
route,ant_nets,0,
yosys,yosysCellCount,1910,
clocking,clkLatencyLatePin,0.50,ns
worst_setup_path,cp_data_arrival_time,5.04,ns
yosys,synthCells,1910,
route,drt-initial-drc-count,810,
clocking,cts_root_buffer,"clkbuf_16",
finish,seq_area,0.00430,sq mm
floorplan,die_w,303,um
final_timing,period_used_share,3.11,
worst_setup_path,r2r_end,"ex_mem_reg_inst.alu_result_out[30]",
status,violations,"setup timing",
route,via_per_inst,4.48,
final_timing,fin_skew,0,ns
placed_design,place.gp.congestion,0.953,
final_timing,grt_setup_unrepaired,"true",
worst_setup_path,crit_path_max_fanout,4,
clocking,clock_path_buffers,2,
route,drcViolationCount,0,
global_route,grt_pass1_vias,18600,
final_timing,hold_viol,0,
placed_design,pre_cts_ws,-4.33,ns
pwr,ir_drop,0.917,mV
global_route,antenna_found_initial,19,
placed_design,port_buffers,489,
floorplan,chipArea,0.0918,sq mm
yosys,ys.flop_type,"dfrtp_1",
yosys,ys.warnings.count,2,
floorplan,num_io_pins,505,
worst_setup_path,path_class,"input pin to flop",
worst_setup_path,crit_top_cell,"buf_4",
yosys,syn-mean-instance-area,8.25,sq um
flow_run,drv_cap,0,
placed_design,hpwl,72600,um
final_timing,slew_viol_final,0,
worst_setup_path,worstPathRequired,1.89,ns
clocking,clk_pin_slew,0.07,ns
yosys,syn_area,0.0158,sq mm
global_route,grt_start_max_net_pins,74,
floorplan,fp_util,0.199,
final_timing,fmax,0.215,GHz
clocking,cts_tree,"done",
finish,area_delta_synth_final,105,%
hold_path,whs_endpoint,"ex_mem_reg_inst.pc_plus4_out[0]",
final_timing,fin_setup_tns,-202.18,ns
floorplan,std_cell_rows,103,
pwr,power.density,744,mW/mm^2
-- how the worst max path moves through the flow --
| stage | startpoint | to | slack [ns] | depth (start not counted) |
|---|---|---|---|---|
| after CTS | id_ex_rs2[2] | ex_mem_reg_inst.alu_result_out[31] | -3.16 | 26 |
| after global routing | id_ex_rs2[3] | ex_mem_reg_inst.alu_result_out[31] | -3.36 | 26 |
| final | id_ex_rs2[3] | ex_mem_reg_inst.alu_result_out[29] | -3.16 | 27 |
-- metal layers --
layer | GRT usage | part of all wire
met5 | 0 | 0.00095
met3 | 0.0500 | 0.075
met2 | 0.296 | 0.46
met4 | 0.0269 | 0.020
met1 | 0.250 | 0.45
-- synthesized netlist by cell type (all sizes together) (4+ instances only) --
library cell    n  area share
nand2         270       0.065
o21ai         232       0.074
dfrtp         172        0.27
a21oi         132       0.042
nor2          128       0.031
mux2i         110       0.070
xnor2         108       0.060
ha             95       0.075
xor2           84       0.047
mux2           77       0.055
clkbuf         63       0.015
a21o           42       0.020
nor3           37       0.012
inv            35      0.0083
nand3          34       0.011
buf            29       0.010
a31oi          23      0.0099
nand2b         22      0.0087
nand4          21      0.0083
o31ai          14      0.0067
nor2b          13      0.0056
o211ai         12      0.0078
a211oi         11      0.0052
or3            11      0.0044
and3           10      0.0046
nor4           10      0.0044
o21a           10      0.0048
and2            8      0.0032
a31o            7      0.0039
or2             7      0.0028
a311oi          5      0.0028
a41oi           5      0.0033
and4            5      0.0028
o21bai          5      0.0024
a2111oi         4      0.0026
o2111ai         4      0.0022
-- sequential cells by signal (all words and copies together), names as in the netlist --
name                               count
ex_mem_reg_inst.jump_target_out       32
ex_mem_reg_inst.pc_plus4_out          32
ex_mem_reg_inst.reg_write_out          1
ex_mem_reg_inst.rdata2_out            32
ex_mem_reg_inst.mem_write_out          1
ex_mem_reg_inst.rd_out                 5
ex_mem_reg_inst.mem_to_reg_out         2
ex_mem_reg_inst.jump_out               1
ex_mem_reg_inst.branch_target_out     32
ex_mem_reg_inst.mem_read_out           1
ex_mem_reg_inst.branch_taken_out       1
ex_mem_reg_inst.alu_result_out        32
-- stage by stage --
stage                     instances  hold slack [ns]  area (sq um)
after floorplan                1910            0.390         16700
after global placement         3997            0.466         27500
after detailed placement       3997            0.473         27500
after CTS                      4116           0.0595         30300
after global routing           4183           0.0717         32200
final                          4188           0.0929         32200
-- power breakdown --
group / internal [W] / switching, W
clock network: 0.00250 / 0.00229
registers: 0.00551 / 0.000492
logic: 0.00755 / 0.00565
-- placed cells by master, fill, tap and decap left out, types with 62 or more instances in the layout --
cell	netlist	final
a21oi_2	2	67
ha_1	95	62
xnor2_1	108	71
xor2_1	84	69
o21ai_1	12	80
nor2_1	126	93
buf_6	3	145
clkdlybuf4s50_1	0	410
mux2i_1	110	85
buf_4	3	610
mux2_2	76	63
dfrtp_1	172	172
nand2_1	269	230
o21ai_0	220	93
-- worst register-to-register path: stages (launching register included) --
cell	delay [ns]
dfrtp_1	0.39
nand2b_1	0.16
nand3_1	0.08
nor3_1	0.04
nand2_1	0.07
o211ai_1	0.08
-- cells by family after synthesis --
logic type	count (synthesis)	synth area share
and+or+nand+nor	590	0.170
AOI/OAI and AO/OA	543	0.210
xor gates and xnor gates	193	0.108
muxes	187	0.125
DFF	172	0.273
buffers and inverters	127	0.0338
adders and majority gates	98	0.0793
-- final cells by class --
class | count | area share
tap | 1050 | 0.0408
clock buffer | 19 | 0.0134
sequential | 172 | 0.134
multi-input combinational | 1612 | 0.437
inverter | 35 | 0.00427
antenna | 9 | 0.000699
timing repair buffer | 1278 | 0.366
clock inverter | 13 | 0.00489
-- timing repair --
item / 4_1_cts / 5_1_grt
pin swaps: 228 / 229
setup buffers: 109 / 81
hold buffers: 0 / 0
gates cloned: 2 / 1
setup endpoints to repair: 317 / 311
gates resized: 509 / 338
No activity file was given, so power comes from the tool's default toggle rates.
