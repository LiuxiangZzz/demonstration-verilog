<file path="run.sh">
#!/bin/bash
# OpenROAD 26Q1-2900-gdf79404cd8, Yosys 0.63+post, stock flow scripts
make -C /OpenROAD-flow-scripts/flow DESIGN_CONFIG=/design/flow/config.mk WORK_HOME=/design/flow/orfs finish
</file>
<file path="config.mk">
export PLATFORM = sky130hd
export DESIGN_NAME = mem_wb_reg
export DESIGN_NICKNAME = mem_wb_reg
export VERILOG_FILES = /design/flow/design.v
export SDC_FILE = /design/flow/constraint.sdc
export NUM_CORES = 4
export LEC_CHECK = 1
export CORE_UTILIZATION = 30
</file>
<file path="constraint.sdc">
current_design mem_wb_reg

set clk_period 1.0
set clk_io_pct 0.2

create_clock -name clk0 -period $clk_period [get_ports {clk}]

set non_clock_inputs [all_inputs -no_clocks]
set_input_delay [expr $clk_period * $clk_io_pct] -clock clk0 $non_clock_inputs
set_output_delay [expr $clk_period * $clk_io_pct] -clock clk0 [all_outputs]
</file>
<file path="design.v">
module if_id_reg(
    input clk,
    input rst,
    input stall,
    input flush,
    input [31:0] pc_in,
    input [31:0] instruction_in,
    output reg [31:0] pc_out,
    output reg [31:0] instruction_out
);
    always @(posedge clk or posedge rst) begin
        if (rst || flush) begin
            pc_out <= 32'b0;
            instruction_out <= 32'h00000013;   
        end else if (!stall) begin
            pc_out <= pc_in;
            instruction_out <= instruction_in;
        end
    end
endmodule
module id_ex_reg(
    input clk,
    input rst,
    input stall,
    input flush,
    input reg_write_in,
    input mem_read_in,
    input mem_write_in,
    input [1:0] alu_src_in,
    input [1:0] mem_to_reg_in,
    input branch_in,
    input jump_in,
    input [3:0] alu_op_in,
    input [31:0] pc_in,
    input [31:0] rdata1_in,
    input [31:0] rdata2_in,
    input [31:0] imm_in,
    input [4:0] rs1_in,
    input [4:0] rs2_in,
    input [4:0] rd_in,
    input [31:0] instruction_in,
    output reg reg_write_out,
    output reg mem_read_out,
    output reg mem_write_out,
    output reg [1:0] alu_src_out,
    output reg [1:0] mem_to_reg_out,
    output reg branch_out,
    output reg jump_out,
    output reg [3:0] alu_op_out,
    output reg [31:0] pc_out,
    output reg [31:0] rdata1_out,
    output reg [31:0] rdata2_out,
    output reg [31:0] imm_out,
    output reg [4:0] rs1_out,
    output reg [4:0] rs2_out,
    output reg [4:0] rd_out,
    output reg [31:0] instruction_out
);
    always @(posedge clk or posedge rst) begin
        if (rst || flush) begin
            reg_write_out <= 1'b0;
            mem_read_out <= 1'b0;
            mem_write_out <= 1'b0;
            alu_src_out <= 2'b00;
            mem_to_reg_out <= 2'b00;
            branch_out <= 1'b0;
            jump_out <= 1'b0;
            alu_op_out <= 4'b0000;
            pc_out <= 32'b0;
            rdata1_out <= 32'b0;
            rdata2_out <= 32'b0;
            imm_out <= 32'b0;
            rs1_out <= 5'b0;
            rs2_out <= 5'b0;
            rd_out <= 5'b0;
            instruction_out <= 32'h00000013;   
        end else if (!stall) begin
            reg_write_out <= reg_write_in;
            mem_read_out <= mem_read_in;
            mem_write_out <= mem_write_in;
            alu_src_out <= alu_src_in;
            mem_to_reg_out <= mem_to_reg_in;
            branch_out <= branch_in;
            jump_out <= jump_in;
            alu_op_out <= alu_op_in;
            pc_out <= pc_in;
            rdata1_out <= rdata1_in;
            rdata2_out <= rdata2_in;
            imm_out <= imm_in;
            rs1_out <= rs1_in;
            rs2_out <= rs2_in;
            rd_out <= rd_in;
            instruction_out <= instruction_in;
        end
    end
endmodule
module ex_mem_reg(
    input clk,
    input rst,
    input stall,
    input reg_write_in,
    input mem_read_in,
    input mem_write_in,
    input [1:0] mem_to_reg_in,
    input jump_in,
    input [31:0] alu_result_in,
    input [31:0] rdata2_in,
    input [4:0] rd_in,
    input [31:0] pc_plus4_in,
    input branch_taken_in,
    input [31:0] branch_target_in,
    input [31:0] jump_target_in,
    output reg reg_write_out,
    output reg mem_read_out,
    output reg mem_write_out,
    output reg [1:0] mem_to_reg_out,
    output reg jump_out,
    output reg [31:0] alu_result_out,
    output reg [31:0] rdata2_out,
    output reg [4:0] rd_out,
    output reg [31:0] pc_plus4_out,
    output reg branch_taken_out,
    output reg [31:0] branch_target_out,
    output reg [31:0] jump_target_out
);
    always @(posedge clk or posedge rst) begin
        if (rst) begin
            reg_write_out <= 1'b0;
            mem_read_out <= 1'b0;
            mem_write_out <= 1'b0;
            mem_to_reg_out <= 2'b00;
            jump_out <= 1'b0;
            alu_result_out <= 32'b0;
            rdata2_out <= 32'b0;
            rd_out <= 5'b0;
            pc_plus4_out <= 32'b0;
            branch_taken_out <= 1'b0;
            branch_target_out <= 32'b0;
            jump_target_out <= 32'b0;
        end else if (!stall) begin
            reg_write_out <= reg_write_in;
            mem_read_out <= mem_read_in;
            mem_write_out <= mem_write_in;
            mem_to_reg_out <= mem_to_reg_in;
            jump_out <= jump_in;
            alu_result_out <= alu_result_in;
            rdata2_out <= rdata2_in;
            rd_out <= rd_in;
            pc_plus4_out <= pc_plus4_in;
            branch_taken_out <= branch_taken_in;
            branch_target_out <= branch_target_in;
            jump_target_out <= jump_target_in;
        end
    end
endmodule
module mem_wb_reg(
    input clk,
    input rst,
    input stall,
    input reg_write_in,
    input [1:0] mem_to_reg_in,
    input [31:0] alu_result_in,
    input [31:0] mem_rdata_in,
    input [31:0] pc_plus4_in,
    input [4:0] rd_in,
    output reg reg_write_out,
    output reg [1:0] mem_to_reg_out,
    output reg [31:0] alu_result_out,
    output reg [31:0] mem_rdata_out,
    output reg [31:0] pc_plus4_out,
    output reg [4:0] rd_out
);
    always @(posedge clk or posedge rst) begin
        if (rst) begin
            reg_write_out <= 1'b0;
            mem_to_reg_out <= 2'b00;
            alu_result_out <= 32'b0;
            mem_rdata_out <= 32'b0;
            pc_plus4_out <= 32'b0;
            rd_out <= 5'b0;
        end else if (!stall) begin
            reg_write_out <= reg_write_in;
            mem_to_reg_out <= mem_to_reg_in;
            alu_result_out <= alu_result_in;
            mem_rdata_out <= mem_rdata_in;
            pc_plus4_out <= pc_plus4_in;
            rd_out <= rd_in;
        end
    end
endmodule
</file>
==> flow_results.org <==
#+TITLE: Synthesis and PnR summary

** Setup path
- Number of cell instances on the worst register-to-register path :: 3
- The worst setup path is launched from a flop.
- The number of buffers and inverters on the critical path is 1.
- The largest single stage delay on the critical path is 0.38 ns.
- Crit Reg-Reg Startpoint :: alu_result_out[18]
- The slowest stage of the critical path belongs to the cell dfrtp_1.
- Maximum fanout along the worst path :: 2
- Critical register-to-register path endpoint :: alu_result_out[18]
- The signal on the critical path passes through buf_2.
- CP Class :: reg -> out
- On the critical path the largest part of the delay comes from flip-flops.
- On the critical path the data arrives at 0.85 ns.
- Required time at the endpoint of the critical path :: 0.80 ns
- Reg-to-reg slack, setup :: 0.02 ns
- The worst setup path is captured at a primary output.

** Clocking
- In this run the number of H-tree levels came out at 3.
- No sink is reached through more buffers than the 2 on the longest clock path.
- TritonCTS Buffers :: 9
- The skew report gives the latency at the later pin of the worst-skew pair as 0.34 ns.
- TritonCTS built the clock tree.
- The clock tree has to reach 104 sinks.
- In the CTS report, the clock slew at the register clock pins of the worst setup and hold paths is listed as 0.06 ns.
- In this run the clock root is driven by a clkbuf_16.

** Synthesis
- Dominant Register Cell :: dfrtp_1
- Synth top area share :: 63.22%
- The commonest cells after synthesis are dfrtp_1 (104), mux2_4 (60), mux2_2 (44).
- Cells after synthesis :: 221
- Netlist area before placement :: 0.004116 mm^2
- Post-synthesis cell type with the largest instance count :: dfrtp_1
- Number of warnings printed during yosys synthesis :: 1
- For reference, the top cells by area after synthesis are dfrtp_1 (63%), mux2_4 (22%), mux2_2 (12%).
- Per the Yosys statistics, synthesis produced 221 cells.
- Flip-flop and latch count after synthesis :: 104
- Summed over all instances, the cell type with the most area after synthesis is dfrtp_1.
- Number of enable-type register cells in the synthesized netlist :: 0
- A synthesized cell averages 18.63 um^2.
- For this run, the chip area from Yosys synthesis comes to 0.004116 mm^2.
- Counting flops with an async set or reset pin after synthesis yields a share of 100.0%.
- Share of synthesized area occupied by flip-flops and latches :: 63.22%
- Distinct lib cells :: 7

** Drt
- First drt pass iteration count :: 3
- Final routed DRC violation total :: 0
- Routed wirelength normalized by instance count :: 14.49 um
- Antenna Cells :: 0
- DRC marker count from the first detailed-route iteration :: 61
- Dividing the detail-routed via count by the number of cells gives 4.126.
- The routed design has 9809 um of wire.
- Per the detail_route report, the via count comes to 2793.
- Final ANT Viol Nets :: 0

** Power and ir drop
- Dividing total power by cell area gives a power density of 1526 mW/mm^2.
- Worst supply voltage drop on vdd :: 0.001024 V
- Pwr Total :: 10.17 mW
- Per the OpenROAD power report, leakage power amounts to 3.193 nW.

** Finish
- The layout summary lists the proportion of cells stronger than drive strength 1 as 57.88%.
- In the final layout, the fill cell count is 1152.
- Syn-to-layout area delta :: 61.82%
- The finished layout reports a core utilization of 50.10%.

** Place
- Detailed placement ended at an HPWL of 6659 um.
- RD Place Congestion :: 0.7741
- Number of buffers added on ports :: 210

** Min path
- Launch instance of the worst min-delay path :: stall
- The path class of the tightest hold or removal check is in -> reg.
- Destination of the worst hold path :: rd_out[2]
- The number of cells on the worst hold path is listed as 2.

** Global routing
- GRT Total Usage :: 14.52%
- The first global-routing pass estimated 15640 um of wire.
- Vias in the first global route :: 2933
- Antenna violations before repair :: 0
- Entering global routing, the biggest net connects 37 pins.
- GRT overflow :: 0

** Outcome
- The checks that failed: setup timing.
- Outcome :: finished with violations

** Final timing
- Hold-check failures listed in the final report amount to 0.
- The clock arrives with 0 ns of skew.
- Slew HR :: 85.01%
- Slew at the pin with the worst max-slew slack :: 0.2248 ns
- PnR worst setup slack :: -0.05311 ns
- Final setup violation count :: 104
- Pins Over Slew Limit :: 0
- Fmax :: 949.6 MHz
- Final clock period utilization by the worst path :: 105.3%
- After layout, the minimum clock period comes to 1.053 ns.
- RSZ-0062 raised after global routing :: yes

** Floorplanning
- The initialized floorplan defines 42 standard-cell rows.
- In this run the horizontal extent of the chip is 119.1 um.
- Die area :: 0.01419 mm^2
- Count of pins on the block boundary :: 211
- The initial utilization of the core area, before any placement, comes to 30.96%.
- The floorplan step set the die height to 119.1 um.
- The region available for standard cell placement spans 0.01330 mm^2.

** Flow run
- OpenROAD warnings :: 28
- Number of maximum-capacitance violations :: 0
## repair_timing
item,CTS,global route
resized,318,3
setup buffers,28,17
setup endpoints to repair,104,106
hold buffers,0,0
## cells by family (layout without fill, tap and decap cells)
family   Yosys count  count (layout)  synth area share [%]
mux              104             104                 33.92
buf+inv           13             293                 2.857
flops            104             104                 63.22
## flip-flops by register name (all words and copies together) (netlist names)
name,count
alu_result_out,32
mem_rdata_out,32
reg_write_out,1
pc_plus4_out,32
mem_to_reg_out,2
rd_out,5
## how the worst max path moves through the flow
stage	startpoint	endpoint	slack (ns)	depth (start not counted)
final	alu_result_out[14]	alu_result_out[14]	-0.05	1
after global routing	mem_rdata_out[3]	mem_rdata_out[3]	-0.11	1
after CTS	pc_plus4_out[10]	pc_plus4_out[10]	-0.08	1
## stage by stage
stage          worst slack [ns]  std cells  TNS [ns]  area, um^2  hold slack (ns)
2_1_floorplan           -0.4456        221    -46.34        4120           0.3485
3_3_place_gp            -0.1121        617    -8.767        6554           0.4888
3_5_place_dp            -0.1174        617    -9.369        6554           0.4920
4_1_cts                -0.07806        661    -5.992        6530           0.1993
5_1_grt                 -0.1085        677    -8.541        6661           0.2024
6_report               -0.05311        677    -3.383        6661           0.2158
## power breakdown
| group | switching [mW] | total, mW | internal (mW) |
|---|---|---|---|
| combinational | 0.498 | 1.95 | 1.46 |
| clock | 1.50 | 3.39 | 1.89 |
| sequential | 0.196 | 4.82 | 4.63 |
## metal layers
layer  track usage (%)  vias to the layer above  part of all wire, %  wire, um
met5                 0                        -                    0         0
met4             1.899                        0                  1.5       145
met3             5.137                       10                  8.7       852
met2             20.17                      128                   43      4204
met1             23.03                     1338                   47      4606
li1                  -                     1317                    -         -
## cell type report
class                           count  area [um^2]  share of cell area (%)
Clock buffer                       14        274.0                   4.113
Multi-Input combinational cell    104         1396                   20.96
Sequential cell                   104         2603                   39.07
Timing Repair Buffer              276         2148                   32.25
Inverter                            1        7.507                  0.1127
Clock inverter                      2        12.51                  0.1878
Tap cell                          176        220.2                   3.306
## cells in the final DEF, fill, tap and decap left out
master           Yosys  routed
buf_12               0       5
buf_2                4     104
buf_4                0      59
buf_6                7       3
clkbuf_1             0       2
clkbuf_16            0       9
clkbuf_8             0       3
clkdlybuf4s50_1      0     105
clkinv_2             0       1
clkinvlp_4           0       2
dfrtp_1            104     104
mux2_2              44      44
mux2_4              60      60
Power and IR drop assume default switching activity.
