==> design/flow/design.v <==
module wb_stage(
    input mem_wb_reg_write,
    input [1:0] mem_wb_mem_to_reg,
    input [31:0] mem_wb_alu_result,
    input [31:0] mem_wb_mem_rdata,
    input [31:0] mem_wb_pc_plus4,
    input [4:0] mem_wb_rd,
    output [31:0] wb_data,
    output [4:0] wb_rd,
    output wb_reg_write
);
    assign wb_data = (mem_wb_mem_to_reg == 2'b00) ? mem_wb_alu_result :
                     (mem_wb_mem_to_reg == 2'b01) ? mem_wb_mem_rdata :
                     mem_wb_pc_plus4;
    assign wb_rd = mem_wb_rd;
    assign wb_reg_write = mem_wb_reg_write;
endmodule
==> design/flow/run.sh <==
#!/bin/bash
# OpenROAD 26Q1-2900-gdf79404cd8, Yosys 0.63+post, stock flow scripts
make -C /OpenROAD-flow-scripts/flow DESIGN_CONFIG=/design/flow/config.mk WORK_HOME=/design/flow/orfs finish
==> design/flow/config.mk <==
export PLATFORM = sky130hd
export DESIGN_NAME = wb_stage
export DESIGN_NICKNAME = wb_stage
export VERILOG_FILES = /design/flow/design.v
export SDC_FILE = /design/flow/constraint.sdc
export NUM_CORES = 4
export LEC_CHECK = 1
export CORE_AREA = 10 10 78 78
export DIE_AREA = 0 0 88 88
==> design/flow/constraint.sdc <==
current_design wb_stage

set clk_period 3.2
set clk_io_pct 0.2

create_clock -name clk0 -period $clk_period

set non_clock_inputs [all_inputs -no_clocks]
set_input_delay [expr $clk_period * $clk_io_pct] -clock clk0 $non_clock_inputs
set_output_delay [expr $clk_period * $clk_io_pct] -clock clk0 [all_outputs]
==> out/metrics.csv <==
stage,metric,value,unit
run_status,outcome,finished clean,
logic_synthesis,Max-area cell share,0.422,
setup_path,nature of the critical path startpoint,input port,
logic_synthesis,synth cell count leaders,"32 x mux2i_1, 32 x nand2_1, 28 x o21ai_1, 7 x buf_2, 6 x buf_4",
logic_synthesis,register area share after synthesis,0,
final_timing,Slew headroom,0.834,
routing,DR WL/cell,15.3,µm
routing,DRC,0,
logic_synthesis,synth warn,0,
global_routing,total gr overflow,0,
floorplan,FP Core Util,0.172,
routing,Antenna Cells,0,
floorplan,Die H,88,µm
final_timing,post-layout period usage of the worst path,0.763,
final_timing,Max Clk Rate,410,MHz
placement,Inst Count DP,281,
setup_path,CP max FO,1,
global_routing,GR Util All Layers,0.0975,
job,count of tool warnings,32,
global_routing,antenna violations before repair,0,
routing,routed vias/inst,4.11,
power_and_ir_drop,Pwr Total,0.260,mW
final_timing,Fin Setup TNS,0,ps
cells_and_area,num sequential,0,
power_and_ir_drop,Lkg Pwr,0.835,nW
routing,"antenna viol nets, final",0,
job,max-cap viol count,0,
placement,Final GP Congestion,0.777,
routing,DR pass1 iterations,3,
power_and_ir_drop,power per cell area,129,nW/µm²
final_timing,min Tclk post-route,2440,ps
worst_hold_path,Hold Path Cell Cnt,0,
cells_and_area,synth-to-layout area growth,165,%
routing,detailed-route via count,1156,
clock_network,cts hold-fix bufs,0,
setup_path,Setup crit end kind,output port,
placement,DP Wirelength,3790,µm
cells_and_area,layout cells sized above 1,0.0306,
cells_and_area,CLK BUF,0,
setup_path,WS Path Type,input port to output port,
final_timing,Max Slew Vio Count,0,
worst_hold_path,Worst Hold Launch,mem_wb_rd[1],
global_routing,pin count of the biggest net entering global routing,55,
final_timing,endpoints failing hold,0,
logic_synthesis,synthesized instance count,113,
logic_synthesis,ys cells,113,
logic_synthesis,Synth cell types,9,
logic_synthesis,Syn Std Cell Area,759,µm²
final_timing,Slew @ Worst Pin,249,ps
floorplan,Core Area,4410,µm²
cells_and_area,register area,0,µm²
routing,1st-iter DRT viols,23,
logic_synthesis,Post-Syn Area per Cell,6.72,µm²
global_routing,vias in the first global route,1139,
setup_path,"Data arrival, critical path",1800,ps
global_routing,first-pass GRT wire length,6130,µm
logic_synthesis,chip area in the Yosys report,759,µm²
setup_path,"Req. time, crit path",2560,ps
worst_hold_path,Hold Path End,wb_rd[1],
power_and_ir_drop,Peak VDD IR,0.0000614,V
logic_synthesis,post-synth top area cell,mux2i_1,
clock_network,Post-CTS Setup Inserts,0,
floorplan,Die W,88,µm
floorplan,I/O pin count,142,
logic_synthesis,Main area contributors,"mux2i_1 42%, o21ai_1 18%, nand2_1 16%",
floorplan,die area,7740,µm²
placement,PortBufs,130,
final_timing,Final setup viols,0,
routing,Post-Route WL,4290,µm
worst_hold_path,worst hold path type,input port to output port,
floorplan,Rows,24,
cells_and_area,"non-filler cells, final",281,
final_timing,RSZ-0062 raised after global routing,false,
clock_network,cts repair resizes,0,
-- cell families (layout without fill, tap and decap cells) --
group / after synthesis / in the layout / synth area share
AND-OR/OR-AND: 32 / 32 / 0.221
buffers and inverters: 17 / 133 / 0.199
multiplexers: 32 / 32 / 0.422
AND/OR/NAND/NOR: 32 / 32 / 0.158
-- cells in the final DEF, fill, tap and decap left out --
cell | netlist | routed
buf_4 | 6 | 1
mux2i_1 | 32 | 32
o21ai_1 | 28 | 28
nand2_1 | 32 | 32
o21ai_0 | 2 | 2
clkdlybuf4s50_1 | 0 | 128
buf_2 | 7 | 2
o21ai_2 | 2 | 2
buf_12 | 3 | 2
-- through the flow --
stage	hold slack [ps]	utilization	instance area, µm²	setup WS, ps
global placement	1280	0.456	2010	752
CTS	1280	0.456	2010	743
floorplan	1340	-	759	1420
global route	1280	0.456	2010	639
finish	1280	0.456	2010	758
detailed placement	1280	0.456	2010	743
-- where the power goes --
group | switching (mW) | internal [mW] | leakage [nW] | total (mW)
sequential | 0 | 0 | 0 | 0
clock | 0 | 0 | 0 | 0
combinational | 0.0653 | 0.195 | 0.835 | 0.260
total | 0.0653 | 0.195 | 0.835 | 0.260
-- per-layer routing --
| layer | share of wire | track usage | up-vias |
|---|---|---|---|
| met5 | 0 | 0 | - |
| met4 | 0 | 0 | 0 |
| met3 | 0.12 | 0.0318 | 0 |
| met2 | 0.49 | 0.177 | 68 |
| met1 | 0.39 | 0.115 | 464 |
| li1 | - | - | 624 |
-- area by class of cell --
type	instances	area [µm²]
repair buffers	133	1340
multi-input cells	96	608
well taps	52	65.1
fillers	435	2400
-- worst max-delay path, stage by stage --
cell	delay (ps)
clkdlybuf4s50_1	450
mux2i_1	70
o21ai_1	130
clkdlybuf4s50_1	510
-- worst max path at each step --
stage | start | end | slack [ps] | cells past startpoint
global route | mem_wb_mem_to_reg[1] | wb_data[25] | 640 | 5
finish | mem_wb_mem_rdata[8] | wb_data[8] | 760 | 4
CTS | mem_wb_mem_rdata[8] | wb_data[8] | 740 | 4
No activity file was given, so power comes from the tool's default toggle rates.
